[flow/run.sh]
#!/bin/bash
# OpenROAD 26Q1-2900-gdf79404cd8, Yosys 0.63+post, stock flow scripts
make -C /OpenROAD-flow-scripts/flow DESIGN_CONFIG=/design/flow/config.mk WORK_HOME=/design/flow/orfs finish
[flow/config.mk]
export PLATFORM = sky130hd
export DESIGN_NAME = relu
export DESIGN_NICKNAME = relu
export VERILOG_FILES = /design/flow/design.v
export SDC_FILE = /design/flow/constraint.sdc
export NUM_CORES = 4
export LEC_CHECK = 1
export CORE_AREA = 10 10 70 70
export DIE_AREA = 0 0 80 80
[flow/constraint.sdc]
current_design relu

set clk_period 2.7
set clk_io_pct 0.2

create_clock -name clk0 -period $clk_period

set non_clock_inputs [all_inputs -no_clocks]
set_input_delay [expr $clk_period * $clk_io_pct] -clock clk0 $non_clock_inputs
set_output_delay [expr $clk_period * $clk_io_pct] -clock clk0 [all_outputs]
[flow/design.v]
module relu #(
  parameter int unsigned DATA_WIDTH = 32
) (
  input                         en,
  input [DATA_WIDTH-1:0]        in,
  output logic [DATA_WIDTH-1:0] out
);
always_comb begin
  if (en) begin
    out = $signed(in) > 0 ? $signed(in) : {DATA_WIDTH{1'b0}};
  end else begin
    out = {DATA_WIDTH{1'b0}};
  end
end
endmodule
==> run summary <==
Run status - complete, no violations
Setup repair after global routing missed its margin - false
Total track usage - 5.611%
Final global-route overflow total - 0
Reported max-cap violation count - 0
Proportion of synthesized chip area in sequential cells - 0%
Area growth syn-to-layout - 195.7%
Layout cell share with drive strength beyond 1 - 33.67%
Worst VDD drop - 0.02359 mV
WHS Path Cells - 3
Maximum fanout encountered on the critical timing path - 31
Die area - 0.006400 mm^2
Total wire length - 2.032 mm
TritonRoute pass-1 iters - 2
Reg power frac - 0%
Hold bufs inserted after CTS - 0
Kind of launch point of the worst setup path - primary input
Critical path buffer and inverter count - 3
Residual DRC - 0
Vias in the first global route - 496
Most numerous cell on the critical path - sky130_fd_sc_hd__clkdlybuf4s50_1
Wire length of the first global-routing pass - 2.932 mm
Hold crit path type - in2out
Via count - 492
Number of violations reported at the end of detailed-routing iteration 0 - 6
Port Buffers - 64
Most common library cell in the layout ignoring fill and taps - sky130_fd_sc_hd__clkdlybuf4s50_1
Kind of cell with the highest combined delay on the critical path - buffers and inverters
Footprint of the flip-flops and latches - 0 um^2
Kind of critical path - in2out
Vias per inst - 3.417
Net switching power figure - 22.14 uW
Pin count of the biggest net entering global routing - 32
WP depth - 4
Cell area after synthesis - 351.6 um^2
Largest stage delay on the critical path - 0.46 ns
Fin crit period - 2.423 ns
# Post-CTS Setup Buffers - 0
Post-detailed-route wirelength per cell - 14.11 um
Floorplan Core Area - 0.003416 mm^2
Gp weighted congestion - 0.7885
First element of the critical path - in[31]
Power density of the placed cells - 107.8 mW/mm^2
Top-level port count - 65
Starting density of the core - 10.29%
Start point of the worst hold path - in[28]
Final critical-path share of the clock period - 89.73%
Cell variety after synth - 4
Fill cell instance count of the final layout - 346
Synthesis area per yosys - 351.6 um^2
Fmax - 0.4127 GHz
Setup ws final - 0.2772 ns
Mean post-synth cell area - 9.015 um^2
Initial antenna violation count - 0
Clock share of power - 0%
Die boundary width - 80 um
Yosys warnings - 1
CP Cell Sequence - clkdlybuf4s50_1, buf_4, and3b_2, clkdlybuf4s50_1
Internal power - 89.95 uW
Arrival time at the worst endpoint - 1.88 ns
Post-cts sizing count - 0
Flop count - 0
Setup TNS Final - 0 ns
Leakage - 0.0004590 uW
Final hold violations - 0
Die H - 80 um
Comb power frac - 100.0%
Max-slew violation count - 0
Final setup violation count - 0
Final Core Density - 30.44%
Warning total across the stage logs - 32
Number of nets still failing antenna checks after routing - 0
Instance count of the mapped netlist - 39
Clock buffers - 0
Ys cells - 39
Antenna diode count - 0
Net switching fraction of the power - 19.75%
Cell Rows - 21
Slowest CP cell - sky130_fd_sc_hd__clkdlybuf4s50_1
Kind of end point of the critical path - primary output
Top Layout Cells - 64 x sky130_fd_sc_hd__clkdlybuf4s50_1, 31 x sky130_fd_sc_hd__and3b_2, 1 x sky130_fd_sc_hd__conb_1, 1 x sky130_fd_sc_hd__buf_4, 1 x sky130_fd_sc_hd__buf_12
Worst slack after detailed placement - 0.2547 ns
Worst path required time - 2.16 ns
[metal layers]
metal  up-vias  track usage, %  part of all wire, %
met5         -               0                    0
met4         0               0                    0
met3         0           1.136                  8.4
met2        23           12.28                   58
met1       211           5.274                   34
li1        258               -                    -
[cells in the mapped netlist (all sizes together)]
cell | instances | share of area (%)
conb | 1 | 1.1
buf | 7 | 11
and3b | 31 | 88
[layout make-up]
class	instances	area, um^2	share of cell area [%]
tap	46	57.56	5.535
multi-input combinational	32	314.1	30.20
timing repair buffer	66	668.1	64.26
[final timing paths]
kind | slack, ns | to
worst max-delay path | 0.28 | out[1]
worst min-delay path | 2.07 | out[28]
[power by group through the flow]
stage / clock [uW] / sequential [uW] / combinational (uW)
finish: 0 / 0 / 112
global route: 0 / 0 / 122
CTS: 0 / 0 / 115
[worst min-delay path: cells and delay by family]
| kind | cells | cell delay, ns |
|---|---|---|
| buffers and inverters | 2 | 0.79 |
| and+or+nand+nor | 1 | 0.20 |
[metrics by stage]
| stage | cell area, um^2 | power, uW | hold slack, ns | cells |
|---|---|---|---|---|
| detailed placement | 1040 | 114.6 | 2.074 | 144 |
| CTS | 1040 | 114.8 | 2.075 | 144 |
| global placement | 1040 | 113.6 | 2.074 | 144 |
| global route | 1040 | 121.6 | 2.079 | 144 |
| floorplan | 351.6 | 26.17 | 1.209 | 39 |
| finish | 1040 | 112.1 | 2.065 | 144 |
[cells by family (layout without fill, tap and decap cells)]
group / Yosys count / in the layout / share of synthesized area (%)
buf+inv: 7 / 66 / 10.68
other cells: 1 / 1 / 1.067
simple gates: 31 / 31 / 88.26
Power is estimated from default activity; no workload was simulated.
