**/design/flow/constraint.sdc**
```tcl
current_design enc_lookup_row

set clk_period 8.2
set clk_io_pct 0.2

create_clock -name clk0 -period $clk_period [get_ports {clk}]

set non_clock_inputs [all_inputs -no_clocks]
set_input_delay [expr $clk_period * $clk_io_pct] -clock clk0 $non_clock_inputs
set_output_delay [expr $clk_period * $clk_io_pct] -clock clk0 [all_outputs]
```
**/design/flow/design.v**
```verilog
module enc_lookup_row #(
  parameter int unsigned TABLE_COL = 128,
  parameter int unsigned DATA_WIDTH = 32
) (
  input clk,
  input sent_en,
  input return_en,
  input [TABLE_COL-1:0] sent_in,
  input [DATA_WIDTH-1:0] ret_num,  
  output all_returned
);
logic [15:0] ret_cnt, m_ret_cnt;  
logic [TABLE_COL-1:0] sent, m_sent;
assign all_returned = (ret_cnt == 16'd0);
always_ff @(posedge clk) begin
  ret_cnt <= m_ret_cnt;
  sent <= m_sent;
end
always_comb begin
  m_ret_cnt = ret_cnt;
  if (return_en) begin
    m_ret_cnt = 16'(ret_cnt - ret_num);
  end
end
always_comb begin
  m_sent = sent;
  if (sent_en) begin
    m_sent = sent | sent_in;
  end
end
endmodule
```
**/design/flow/run.sh**
```bash
#!/bin/bash
# OpenROAD 26Q1-2900-gdf79404cd8, Yosys 0.63+post, stock flow scripts
make -C /OpenROAD-flow-scripts/flow DESIGN_CONFIG=/design/flow/config.mk WORK_HOME=/design/flow/orfs finish
```
**/design/flow/config.mk**
```make
export PLATFORM = sky130hd
export DESIGN_NAME = enc_lookup_row
export DESIGN_NICKNAME = enc_lookup_row
export VERILOG_FILES = /design/flow/design.v
export SDC_FILE = /design/flow/constraint.sdc
export NUM_CORES = 4
export LEC_CHECK = 1
export CORE_AREA = 10 10 110 110
export DIE_AREA = 0 0 120 120
```
==> flow.log <==
[flow] summary of implementation run
[metrics] maximum vdd ir drop: 0.0608 mV
[metrics] synthesis-to-layout area growth: 26.0%
[metrics] required time worst endpoint: 8.25 ns
[metrics] max_cap viols: 0
[metrics] total tool warning count: 170
[metrics] leftover overflow at the end of global routing: 0
[metrics] transition time of the tightest slew-check pin: 0.785 ns
[metrics] netlist area before placement: 1440 sq um
[metrics] antenna-violating nets left: 0
[metrics] number of cell rows: 36
[metrics] filler instances: between 1k and 1.5k
[metrics] worst flop-to-flop path startpoint: ret_cnt[0]$_DFFE_PP_
[metrics] total die size: 14400 sq um
[metrics] Top-area cell share: 33.3%
[metrics] number of flip-flops in the largest register: 16
[metrics] data arrival at the endpoint of the critical path: 3.87 ns
[metrics] layout cell share with drive strength beyond 1: 2.79%
[metrics] outcome: finished, final reports clean
[metrics] Critical path origin: ret_num[0]
[metrics] Worst Path Buf+Inv: 1
[metrics] num ports: 164
[metrics] critical path class: input pin to register
[metrics] clock tree from TritonCTS: yes
[metrics] Crit Path Max Fanout: 4
[metrics] static leakage: 0.734 nW
[metrics] dominant register cell: edfxtp_1
[metrics] Tcrit/Tclk final: 46.6%
[metrics] Post-synth seq share: 33.3%
[metrics] Tmin final: 3.82 ns
[metrics] buffer type at the clock tree root: clkbuf_8
[metrics] EDFF count, synth: 16
[metrics] Placed Instance Area: 1770 sq um
[metrics] instance count after placement with tap cells included: 308
[metrics] clock network latency to the later pin of the worst-skew pair: 0.25 ns
[metrics] largest net degree at the start of global routing: 17
[metrics] CTS hold repair buffers: 0
[metrics] width of the die: 120 um
[metrics] wire length of the first global-routing pass: approximately 5.9 mm
[metrics] async set-or-reset flop fraction in the synthesized netlist: 0%
[metrics] number of sinks handled by clock tree synthesis: 16
[metrics] total count of hold-check failures in the final report: 0
[metrics] FMAX: 262 MHz
[metrics] average vias per placed instance: 3.92
[metrics] largest cells by area after synthesis: edfxtp_1, ha_1, inv_1
[metrics] DPL Wire Length: 2.78 mm
[metrics] Setup Total Neg Slack: 0 ns
[metrics] list of cells traversed by the critical path: clkdlybuf4s50_1 -> ha_1 -> fa_1 -> nor2b_1 -> o2111ai_1 -> a21oi_1 -> nor2_1 -> o311ai_0
[metrics] crit start category: input pin
[metrics] slowest cell on the critical path: clkdlybuf4s50_1
[metrics] Std-Cell Core Area: around 9800 sq um
[metrics] count of instances resized after the clock tree is built: 0
[metrics] initial detailed-routing violation count: 53
[metrics] flip-flop and latch count after synthesis: 16
[metrics] count of TritonRoute iterations in the first routing pass: 4
[metrics] Final Routed Wirelength: 3.40 mm
[metrics] Top Registers: ret_cnt: 16 flops
[metrics] clock transition at the registers of the reported paths: 0.07 ns
[metrics] DRC violation count after routing: 0
[metrics] Post-Route Skew: roughly 0.00086 ns
[metrics] Warnings, synthesis: 1
[metrics] wire length per cell: 10.9 um
[metrics] final instance area: 1820 sq um
[metrics] maximum level of the CTS H-tree: 1
[metrics] number of global-route vias before repair: 1243
[metrics] number of buffers created by CTS: 3
[metrics] total of buffers placed on input and output ports: 18
[metrics] number of antenna violations at the first check in global routing: 0
[metrics] post-synthesis cell type with the largest combined area: edfxtp_1
[metrics] delay of the slowest cell on the worst path: approximately 0.42 ns
[metrics] count of vias placed by the detailed router: 1223
[metrics] Hold WC Path Type: register to register
[metrics] stages on the worst setup path: 8
[metrics] most instantiated logic cell after routing: inv_1
[metrics] global-route usage over all layers: roughly 4.8%
[metrics] number of cells in Yosys stat: 159
[metrics] number of cells on the worst hold path: 3
[metrics] number of buffers on the longest clock path: 2
[metrics] gate count of the mapped netlist: 159
[metrics] Worst Reg-to-Reg Cells: 8
[metrics] most used cells in the layout excluding fill and tap cells: inv_1, clkdlybuf4s50_1, edfxtp_1
[metrics] Starting Density: 14.8%
[metrics] Diodes inserted: 0
[metrics] weighted congestion reported at the end of routability-driven placement: a little under 0.9
[metrics] start point of the worst hold path: ret_cnt[0]$_DFFE_PP_
[metrics] critical path's top delay family: AND-OR/OR-AND gates
[metrics] area figure in the yosys stat output: 1440 sq um
[metrics] register containing the most flip-flops in the final layout: ret_cnt
[metrics] number of distinct library cells after synthesis: 43
[metrics] kind of end point of the critical path: register
[metrics] number of cells in the finished layout apart from fillers: 312
[metrics] post-CTS setup-driven buffer insertion count: 0
[metrics] Slew headroom: 47.5%
[metrics] die boundary height: 120 um
[metrics] max-slew violation count: 0
[metrics] Avg Inst Size Synth: 9.07 sq um
[metrics] RSZ-0062 raised after global routing: no
[metrics] Power Dens Cells: approximately 310 nW/um^2
[metrics] final-report setup violation count: 0
-- area by class of cell --
cell class                 instances  area, sq um  share of cell area (%)
timing repair buffer              18          180                    9.91
sequential                        16          480                    26.4
clock buffer                       3         41.3                    2.27
inverter                          20         75.1                    4.13
tap                              133          166                    9.15
clock inverter                     1         3.75                   0.206
multi-input combinational        121          871                    47.9
-- synth_stat cells, drive strengths merged, types with 5 or more instances --
master	n
a21o	5
a21oi	13
edfxtp	16
ha	15
inv	20
nand2	10
nand3	5
nor2	9
o21ai	5
xnor2	6
-- path summary, 6_finish.rpt --
path | end | slack (ns)
setup / recovery | ret_cnt[12]$_DFFE_PP_ | 4.38
hold / removal | ret_cnt[0]$_DFFE_PP_ | 0.75
setup reg to reg | ret_cnt[12]$_DFFE_PP_ | 5.83
hold reg to reg | ret_cnt[0]$_DFFE_PP_ | 0.75
-- logic make-up after synthesis --
group,count (synthesis),share of synthesized area (%)
multiplexers,1,0.694
adder cells (fa/ha/maj),16,14.4
AND-OR/OR-AND,46,21.9
XOR/XNOR,9,5.46
AND/OR/NAND/NOR,49,17.9
flip-flops,16,33.3
buffers and inverters,22,6.33
-- routing by layer --
layer / wire length, um / global-route usage, % / share of wire [%]
met3: 160 / 0.857 / 4.7
met4: 34 / 0.679 / 1.0
met2: 1570 / 7.84 / 46
met1: 1630 / 6.65 / 48
met5: 0 / 0 / 0
-- through the flow --
stage	util (%)	total power [W]	worst slack, ns	hold slack, ns
after floorplan	-	0.000439	4.79	0.710
after global placement	18.1	0.000504	4.11	0.749
after detailed placement	18.1	0.000509	4.10	0.744
after CTS	18.6	0.000574	4.37	0.755
after global routing	18.6	0.000633	4.25	0.772
final	18.6	0.000572	4.38	0.748
-- worst min-delay path, stage by stage (launching register included) --
cell	delay (ns)
edfxtp_1	0.38
inv_1	0.07
ha_1	0.11
inv_1	0.03
-- report_power, final --
part	switching, W	total, W	internal, W
registers	0.0000206	0.000170	0.000149
logic	0.000190	0.000340	0.000150
clock network	0.0000288	0.0000621	0.0000332
Power is estimated from default activity; no workload was simulated.
