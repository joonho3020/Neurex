`flow/design.v`:
```
module addr_generator #(
  parameter int unsigned LEVEL_OFFSET = 4096 * 4,
  parameter int unsigned DATA_WIDTH = 32
) (
  input clk,
  input en,
  input [DATA_WIDTH-1:0] enc_idx,
  output logic [63:0] addr
);
logic [63:0] m_addr;
always_ff @(posedge clk) begin
  addr <= m_addr;
end
always_comb begin
  m_addr = addr;
  if (en) begin
    m_addr = 64'(LEVEL_OFFSET + (enc_idx << 2));  
  end
end
endmodule
```
`flow/config.mk`:
```
export PLATFORM = sky130hd
export DESIGN_NAME = addr_generator
export DESIGN_NICKNAME = addr_generator
export VERILOG_FILES = /design/flow/design.v
export SDC_FILE = /design/flow/constraint.sdc
export NUM_CORES = 4
export LEC_CHECK = 1
export CORE_AREA = 10 10 98 98
export DIE_AREA = 0 0 108 108
```
`flow/constraint.sdc`:
```
current_design addr_generator

set clk_period 3.4
set clk_io_pct 0.2

create_clock -name clk0 -period $clk_period [get_ports {clk}]

set non_clock_inputs [all_inputs -no_clocks]
set_input_delay [expr $clk_period * $clk_io_pct] -clock clk0 $non_clock_inputs
set_output_delay [expr $clk_period * $clk_io_pct] -clock clk0 [all_outputs]
```
`flow/run.sh`:
```
#!/bin/bash
# OpenROAD 26Q1-2900-gdf79404cd8, Yosys 0.63+post, stock flow scripts
make -C /OpenROAD-flow-scripts/flow DESIGN_CONFIG=/design/flow/config.mk WORK_HOME=/design/flow/orfs finish
```
==> impl_metrics.tcl <==
# implementation run metrics
set metrics [dict create \
    outcome "finished, final reports clean" \
    floorplan.die.width_um 108 \
    clockBufferDepth 2 \
    max_freq_ghz 0.422 \
    total_cts_buffers 5 \
    worstPathArrival_ns 2.40 \
    cap_viol_max_count 0 \
    ys_cells 121 \
    worst_slack_ns 1.03 \
    postSynthAreaPerCell_um2 13.1 \
    diodes 0 \
    core_area_um2 7650 \
    regMostFlops "addr" \
    drv_slew 0 \
    cts_root_buf "clkbuf_8" \
    synth_cell_type_count 18 \
    grt_max_degree 34 \
    reg_top3 "addr (33)" \
    drt_pass1_iterations 4 \
    fin_crit_sh 0.696 \
    lay_top_cells "clkdlybuf4s50_1, edfxtp_1, conb_1" \
    count_of_input_and_output_buffers 66 \
    hold_ws_ns 0.953 \
    first_pass_grt_wire_length_um 5560 \
    detail_route.iter0.violations 37 \
    path_cells "clkdlybuf4s50_1 -> ha_1 -> nand4_1 -> nor3_1 -> nor3b_1 -> xor2_1" \
    largest_register_ffs 33 \
    drive_above_1_share 0.0567 \
    drt_drc_violations_left 0 \
    postCtsSetupRepairBufs 0 \
    syn-instance-count 121 \
    cts_tree "yes" \
    post_cts.resized_instances 0 \
    layout.cells.most_common "clkdlybuf4s50_1" \
    vdd_ir_drop_max_uv 145 \
    route.final.wire_length_um 3820 \
    numSynthFlops 33 \
    timing.final.crit_period_ns 2.37 \
    ys_seq_frac 0.626 \
    timing_worst_setup_path_type "input port to flop" \
    clock_sink_count 33 \
    largest_stage_delay_worst_path_ns 0.53 \
    initial_antenna_violation_count 0 \
    area.growth.synth_to_final_pct 47.8 \
    p_leak_uw 0.000865 \
    fp-utilization 0.207 \
    hold_violations 0 \
    hold_path_class "input port to flop" \
    route.vias.total 1028 \
    antenna_left 0 \
    final_weighted_congestion_in_routability_driven_placement 0.758 \
    warning_count 25 \
    worst_setup_path_start_kind "input port" \
    num_io_pins 98 \
    grt_setup_unrepaired "no" \
    p_total_uw 905 \
    hold_buffers 0 \
    h-tree-depth 2 \
    finalSetupTns_ns 0 \
    die_h_um 108 \
    global_route.overflow_total 0 \
    dp_hpwl_um 3140 \
    routed_wire_length_per_instance_um 12.9 \
    dp_worst_setup_slack_ns 0.700 \
    row_count 32 \
    highest_net_fanout_along_the_worst_path 4 \
    power.density_cell_area_nw_per_um2 386 \
    first_global_vias 1098 \
    yosysChipArea_um2 1580 \
    worst_setup_hold_path_clk_slew_ns 0.07 \
    timing.critical_path.required_ns 3.43 \
    yosysWarningCount 1 \
    syn_area_um2 1580 \
    critical_path.slowest_cell "clkdlybuf4s50_1" \
    kind_of_end_point_of_the_critical_path "flop" \
    design.die.area_um2 11700 \
    setup_violations 0 \
    vias_per_cell 3.47 \
    globalRouteTotalUtil 0.0606 \
]
-- power breakdown --
group / internal (µW) / leakage [µW] / switching (µW) / total [µW]
Sequential: 485 / 0.000323 / 7.55 / 492
Clock: 141 / 0.0000439 / 141 / 282
Combinational: 92.9 / 0.000498 / 37.2 / 130
Total: 719 / 0.000865 / 186 / 905
-- path summary, 6_finish.rpt --
kind / from / to / slack, ns / cells after the start
max: enc_idx[12] / addr[32] / 1.03 / 6
min: enc_idx[8] / addr[10] / 0.95 / 1
-- cells in the mapped netlist --
library cell | number | area, µm²
edfxtp_1 | 33 | 991
buf_4 | 31 | 233
xnor2_1 | 10 | 87.6
nand2_1 | 8 | 30.0
xor2_1 | 8 | 70.1
nor2_1 | 6 | 22.5
nand3_1 | 5 | 25.0
inv_1 | 4 | 15.0
nor3_1 | 4 | 20.0
nand4_1 | 3 | 18.8
and3_1 | 2 | 12.5
buf_2 | 1 | 5.00
conb_1 | 1 | 3.75
ha_1 | 1 | 12.5
nand3_2 | 1 | 10.0
nor3_2 | 1 | 10.0
nor3b_1 | 1 | 7.51
or4b_1 | 1 | 10.0
-- metrics by stage --
step	utilization	cells	cell area, µm²
detailed placement	0.295	288	2250
finish	0.306	296	2340
global placement	0.295	288	2250
floorplan	-	151	1700
CTS	0.306	296	2340
global route	0.306	296	2340
-- worst max-delay path: cells and delay by family --
kind | cells | cell delay, ns
AND/OR/NAND/NOR | 3 | 0.86
buffers and inverters | 1 | 0.53
adder cells (fa/ha/maj) | 1 | 0.22
XOR/XNOR | 1 | 0.10
-- routing by layer --
metal  track usage  routed length, µm  up-vias
met3        0.0259                469        6
met5             0                  0        -
met4        0.0105                 78        0
met1        0.0763               1520      458
li1              -                  -      497
met2        0.0974               1750       67
-- area by class of cell --
cell class	instances	area, µm²
well taps	102	128
multi-input cells	82	453
clock buffers	5	68.8
repair buffers	67	668
flip-flops and latches	33	991
inverters	4	15.0
fillers	761	5310
clock inverters	3	17.5
-- kinds of logic (layout without fill, tap and decap cells) --
kind of cell / after synthesis / count (layout) / synth area share
adders and majority gates: 1 / 1 / 0.00790
xor gates and xnor gates: 18 / 18 / 0.0995
other: 1 / 31 / 0.00237
and+or+nand+nor: 32 / 32 / 0.105
DFF: 33 / 33 / 0.626
buffers and inverters: 36 / 79 / 0.160
Power figures rest on the tool's default switching activity, not on a simulated workload.
