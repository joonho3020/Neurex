File: ./run.sh
#!/bin/bash
# OpenROAD 26Q1-2900-gdf79404cd8, Yosys 0.63+post, stock flow scripts
make -C /OpenROAD-flow-scripts/flow DESIGN_CONFIG=/design/flow/config.mk WORK_HOME=/design/flow/orfs finish
File: ./config.mk
export PLATFORM = sky130hd
export DESIGN_NAME = pe
export DESIGN_NICKNAME = pe
export VERILOG_FILES = /design/flow/design.v
export SDC_FILE = /design/flow/constraint.sdc
export NUM_CORES = 4
export LEC_CHECK = 1
export CORE_UTILIZATION = 30
File: ./constraint.sdc
current_design pe

set clk_period 11.6
set clk_io_pct 0.2

create_clock -name clk0 -period $clk_period [get_ports {clk}]

set non_clock_inputs [all_inputs -no_clocks]
set_input_delay [expr $clk_period * $clk_io_pct] -clock clk0 $non_clock_inputs
set_output_delay [expr $clk_period * $clk_io_pct] -clock clk0 [all_outputs]
File: ./design.v
module pe #(
  parameter  int unsigned DATA_WIDTH = 16,
  localparam int unsigned PSUM_WIDTH = 2 * DATA_WIDTH
)
(
  input                         clk,
  input                         rstn,  
  input                         en_in,
  input                         w_invalid,
  input                         global_w_wen_in,
  input                         w_wen_in,
  input [DATA_WIDTH-1:0]        in,
  input [DATA_WIDTH-1:0]        w_in,
  input [PSUM_WIDTH-1:0]        psum_in,
  output logic                  w_wen_out,
  output logic                  en_out,
  output logic [DATA_WIDTH-1:0] pass_out,
  output logic [DATA_WIDTH-1:0] w_out,
  output logic [PSUM_WIDTH-1:0] psum_out
);
logic                  m_w_wen;
logic                  m_en;
logic [DATA_WIDTH-1:0] m_pass_out;
logic [PSUM_WIDTH-1:0] m_psum_out;
logic [DATA_WIDTH-1:0] w;   
logic [DATA_WIDTH-1:0] w2;  
logic [DATA_WIDTH-1:0] m_w;
logic [DATA_WIDTH-1:0] m_w2;
logic [DATA_WIDTH-1:0] m_w_out;
logic                  valid, valid2;
logic                  m_valid, m_valid2;
logic                  prev_global_w_wen;
logic                  w_set_done;
always_ff @(posedge clk) begin
  w_wen_out <= m_w_wen;
  en_out <= m_en;
  pass_out <= m_pass_out;
  psum_out <= m_psum_out;
  w <= m_w;
  w2 <= m_w2;
  w_out <= m_w_out;
  valid <= m_valid;
  valid2 <= m_valid2;
end
always_comb begin
  m_en = en_in;
  if (en_in) begin
    m_pass_out = in;
    m_psum_out = in * w + psum_in;
  end else begin
    m_pass_out = pass_out;
    m_psum_out = psum_out;
  end
  if (!rstn) begin
    m_en = 1'b0;
    m_pass_out = {DATA_WIDTH{1'd0}};
    m_psum_out = {PSUM_WIDTH{1'd0}};
  end
end
assign w_set_done = !global_w_wen_in && prev_global_w_wen;
always_ff @(posedge clk) begin
  prev_global_w_wen <= global_w_wen_in;
end
always_comb begin
  m_w_wen = w_wen_in;
  if (global_w_wen_in && w_wen_in) begin
    m_w2 = w_in;
    m_w_out = w_in;
    m_valid2 = 1'b1;
  end else begin
    m_w2 = w2;
    m_w_out = {DATA_WIDTH{1'b0}};
    m_valid2 = valid2;
  end
  if (w_set_done && !valid && valid2) begin
    m_w = w2;
    m_valid = 1'b1;
    m_valid2 = 1'b0;
  end else begin
    m_w = w;
    m_valid = valid;
  end
  if (w_invalid) begin
    if (valid2) begin
      m_w = w2;
      m_valid = 1'b1;
      m_valid2 = 1'b0;
    end else begin
      m_w = {DATA_WIDTH{1'b0}};
      m_valid = 1'b0;
    end
  end
  if (!rstn) begin
    m_w_wen = 1'b0;
    m_w = {DATA_WIDTH{1'b0}};
    m_w2 = {DATA_WIDTH{1'b0}};
    m_w_out = {DATA_WIDTH{1'b0}};
    m_valid = 1'b0;
    m_valid2 = 1'b0;
  end
end
endmodule
==> ci_impl_report.md <==
## PnR job results

| Metric | Value |
|---|---|
| Synthesized area per cell | around 8.9 sq um |
| Core area | approximately 0.042 sq mm |
| Placed Cells | 2066 |
| Slew Limit Fails | 0 |
| Hold endpoint | w2[7]$_SDFFE_PN0P_ |
| Worst slew pin tran | 901 ps |
| Max Clock Skew | ~6 ps |
| H-tree depth | 3 |
| Count of tool warnings | 25 |
| YS chip area | 0.0128 sq mm |
| Top Layout Cells | inv_1, fa_1, nand2_1 |
| Final setup viols | 0 |
| Number of gates resized after cts | 0 |
| CTS Buf Count | 9 |
| Highest Clock Rate | 116 MHz |
| Yosys simple share | 0.159 |
| Final Power | between 0.0008 and 0.0009 W |
| Post-synth top flop | dfxtp_1 |
| MaxCap Viol Count | 0 |
| Worst R2R Start | w[7]$_SDFFE_PN0P_ |
| Leading area contributor after synthesis | fa_1 |
| Ports | 136 |
| Vias in the first global route | around 10000 |
| EDFF count, synth | 0 |
| Root Driver | clkbuf_16 |
| Routed WL per cell | roughly 16 um |
| Total Routing Usage GR | 0.166 |
| Post-Route WL | between 30 and 40 mm |
| Pin count of the biggest net entering global routing | 50 |
| Number of buffers added on ports | 135 |
| Crit start category | primary input |
| Layout cell share with drive strength beyond 1 | 0.0350 |
| Clk buf depth | 2 |
| Commonest Layout Cell | inv_1 |
| DR pass1 iterations | 5 |
| Synth async-reset ratio | 0 |
| Arr. time, crit path | 8910 ps |
| Cells on worst reg2reg path | 21 |
| Antenna fix cells | 0 |
| Post-CTS Setup Bufs | 0 |
| Fin cells | between 2000 and 2500 |
| Compound Share, Synth | 0.0727 |
| Reg2reg end | psum_out[31]$_SDFFE_PN0P_ |
| Initial antenna violation count | 0 |
| Placer congestion estimate | 0.900 |
| Hold buffers post-CTS | 0 |
| Post-synth seq share | 0.158 |
| Die area | 0.0434 sq mm |
| Iteration-0 DRC Markers | 421 |
| First-pass GRT wire length | 53.8 mm |
| Row Count | 75 |
| Top-area cell share | 0.352 |
| Vias | 9496 |
| Seq cells post-synth | between 100 and 150 |
| Peak supply drop | roughly 0.000064 V |
| Final worst-path cycle share | 0.744 |
| FP Util | 0.305 |
| Die width | 208 um |
| Yosys warning tally | 1 |
| Worst slew margin | 0.399 |
| Worst Hold Class | reg2reg |
| Latency at later pin | 350 ps |
| Pwr/cell area | roughly 60 mW/mm^2 |
| Cell area leaders | fa_1, dfxtp_1, ha_1 |
| Mapped Area | 0.0128 sq mm |
| DR vias/cell | approximately 4.6 |
| # Cells Yosys | 1431 |
| Mux share | 0.0274 |
| Worst Hold Depth | 2 |
| Remaining Overflow, GRT | 0 |
| CP max FO | 17 |
| Layout Area Growth over Synthesis | 17.3% |
| Min-delay src | w2[7]$_SDFFE_PN0P_ |
| DIE HEIGHT | between 200 and 250 um |
| TritonCTS clock tree | done |
| Critical Path Sink Type | flip-flop |
| Post-route ant nets | 0 |
| Clk sinks | 101 |
| Clock transition at the registers of the reported paths | 70 ps |
| CP Class | in2reg |
| Status | completed |
| Final Hold Fails | 0 |
| DRC viols | 0 |
| Dominant comb cell | adder cells |
| Reg2Reg Setup Slack | 5120 ps |
| Setup TNS | 0 ps |
| Leak | between 7 and 8 nW |
| Detail Placement HPWL | roughly 26 mm |
| XORs/XNORs by Area | 0.0158 |
| FA/HA/MAJ Cells, Area Fraction | 0.449 |
| Mapped Cells | approximately 1400 |
| Critical Path RT | 11880 ps |
| Min Tclk post-route | around 8600 ps |
| Netlist cell types | 55 |
| Unrepaired setup endpoints after global routing | no |
-- critical path, cell delays in order --
cell             delay, ps
clkdlybuf4s50_1        870
and2_1                 420
fa_1                   500
inv_1                   50
fa_1                   460
fa_1                   520
inv_1                   60
fa_1                   440
fa_1                   510
inv_1                   50
fa_1                   500
inv_1                   50
ha_1                   350
and3_4                 190
and4_4                 190
a22o_1                 230
a21oi_2                190
a21oi_2                130
o211a_1                230
or4_1                  470
a31oi_1                170
-- cells in the mapped netlist (all sizes together), types with 6 or more instances --
library cell,number
nand3,8
and3,9
xor2,10
inv,326
a211oi,6
nand2,190
mux2i,35
clkbuf,57
a31oi,6
o211ai,9
a21oi,47
ha,99
and2,133
a21o,13
dfxtp,101
a22o,17
fa,225
xnor2,13
o21ai,17
nor2,58
-- metal layers --
layer / vias to the layer above / track usage / share of wire
met4: 0 / 0.0268 / 0.021
met1: 4674 / 0.233 / 0.43
met3: 31 / 0.0451 / 0.067
met5: - / 0.00334 / 0
li1: 4518 / - / -
met2: 273 / 0.266 / 0.48
-- stage by stage --
step / area, sq um / setup WS (ps) / hold slack [ps] / utilization
after floorplan: 12800 / 3600 / 431 / -
after global placement: 14700 / 2720 / 444 / 0.350
after detailed placement: 14700 / 2680 / 452 / 0.350
after CTS: 15000 / 3030 / 462 / 0.357
after global routing: 15000 / 2720 / 479 / 0.357
final: 15000 / 2970 / 460 / 0.357
-- power by group --
group / switching, W / leakage (nW) / internal, W
registers: 0.0000117 / 0.828 / 0.000364
clock network: 0.000147 / 0.143 / 0.000152
logic: 0.000106 / 6.36 / 0.0000936
-- sequential cells by signal, summed over array words and instances (netlist names) --
signal,count
prev_global_w_wen,1
w,16
w2,16
valid2,1
w_wen_out,1
valid,1
w_out,16
pass_out,16
en_out,1
psum_out,32
-- worst max path at each step --
stage                 depth (start not counted)  slack (ps)   start                   endpoint
final                                        21        2970  in[12]  psum_out[31]$_SDFFE_PN0P_
after global routing                         21        2720  in[13]  psum_out[31]$_SDFFE_PN0P_
after CTS                                    21        3030  in[13]  psum_out[31]$_SDFFE_PN0P_
-- cell type report --
type / count / area (sq um)
fillers: 4176 / 27000
well taps: 539 / 674
repair buffers: 156 / 1500
clock buffers: 9 / 225
clock inverters: 7 / 68.8
multi-input cells: 943 / 9260
flip-flops and latches: 101 / 2020
inverters: 327 / 1230
-- cells by family (layout without fill, tap and decap cells) --
| family | after synthesis | after routing |
|---|---|---|
| AND-OR/OR-AND | 139 | 139 |
| flip-flops | 101 | 101 |
| buffers and inverters | 387 | 499 |
| multiplexers | 35 | 35 |
| AND/OR/NAND/NOR | 422 | 422 |
| XOR/XNOR | 23 | 23 |
| adder cells (fa/ha/maj) | 324 | 324 |
Power figures rest on the tool's default switching activity, not on a simulated workload.
