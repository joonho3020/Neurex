==> ./design.v <==
module fifo_out_ctrl #(
  parameter  int unsigned SYS_ROW    = 16,
  parameter  int unsigned FIFO_WIDTH = 16,
  localparam int unsigned COUNT_WIDTH = $clog2(FIFO_WIDTH) + 1
) (
  input                   clk,
  input                   rstn,
  input                   en,
  input                   fifo_data_in,
  output                  done,
  output [FIFO_WIDTH-1:0] fifo_en,
  output [FIFO_WIDTH-1:0] w_wen
);
logic start, m_start;
logic [COUNT_WIDTH-1:0] depth_cnt, m_depth_cnt;
assign fifo_en = {FIFO_WIDTH{start & fifo_data_in}};
assign done = (start == 1'b1 && depth_cnt == SYS_ROW - 1);
assign w_wen = fifo_en;  
always_ff @(posedge clk) begin
  start <= m_start;
  depth_cnt <= m_depth_cnt;
end
always_comb begin
  m_start = start;
  m_depth_cnt = depth_cnt;
  if (en && !start) begin
    m_start = 1'b1;
    m_depth_cnt = {COUNT_WIDTH{1'b0}};
  end
  if (start & fifo_data_in) begin
    m_depth_cnt = depth_cnt + 1;
    if (depth_cnt == SYS_ROW - 1) begin
      m_start = 1'b0;
      m_depth_cnt = {COUNT_WIDTH{1'b0}};
    end
  end
  if (!rstn) begin
    m_start = 1'b0;
    m_depth_cnt = {COUNT_WIDTH{1'b0}};
  end
end
endmodule
==> ./run.sh <==
#!/bin/bash
# OpenROAD 26Q1-2900-gdf79404cd8, Yosys 0.63+post, stock flow scripts
make -C /OpenROAD-flow-scripts/flow DESIGN_CONFIG=/design/flow/config.mk WORK_HOME=/design/flow/orfs finish
==> ./config.mk <==
export PLATFORM = sky130hd
export DESIGN_NAME = fifo_out_ctrl
export DESIGN_NICKNAME = fifo_out_ctrl
export VERILOG_FILES = /design/flow/design.v
export SDC_FILE = /design/flow/constraint.sdc
export NUM_CORES = 4
export LEC_CHECK = 1
export CORE_AREA = 10 10 70 70
export DIE_AREA = 0 0 80 80
==> ./constraint.sdc <==
current_design fifo_out_ctrl

set clk_period 1.3
set clk_io_pct 0.2

create_clock -name clk0 -period $clk_period [get_ports {clk}]

set non_clock_inputs [all_inputs -no_clocks]
set_input_delay [expr $clk_period * $clk_io_pct] -clock clk0 $non_clock_inputs
set_output_delay [expr $clk_period * $clk_io_pct] -clock clk0 [all_outputs]
==> impl_results.html <==
<h2>Synthesis and place &amp; route</h2>
<table>
<tr><th>Metric</th><th>Value</th></tr>
<tr><th colspan="2">Timing</th></tr>
<tr><td>Final WS setup</td><td>-0.2171 ns</td></tr>
<tr><td>Worst clock skew on the final layout</td><td>0.002190 ns</td></tr>
<tr><td>Max-slew violation count</td><td>0</td></tr>
<tr><td>Maximum achievable frequency</td><td>659.2 MHz</td></tr>
<tr><td>RSZ-0062 raised after global routing</td><td>yes</td></tr>
<tr><td>TNS Setup</td><td>-3.092 ns</td></tr>
<tr><td>Number of hold-slack violations in the final timing report</td><td>0</td></tr>
<tr><td>Hold slack</td><td>0.4430 ns</td></tr>
<tr><td>Actual transition at the worst max-transition pin</td><td>0.1768 ns</td></tr>
<tr><td>Final Critical Period</td><td>1.517 ns</td></tr>
<tr><td>Post-route fraction of the period consumed by the critical path</td><td>116.7%</td></tr>
<tr><td>Setup-failing EPs final</td><td>32</td></tr>
<tr><td>Remaining max-slew budget at the tightest pin</td><td>88.16%</td></tr>
<tr><th colspan="2">Synthesis</th></tr>
<tr><td>Post-synth top area cell</td><td>sky130_fd_sc_hd__buf_4</td></tr>
<tr><td>Simple Share, Synth</td><td>14.84%</td></tr>
<tr><td>Main combinational cell family by area after synthesis</td><td>buffers and inverters</td></tr>
<tr><td>Area fraction in full adders, half adders and majority gates</td><td>2.433%</td></tr>
<tr><td>Share of synthesized area occupied by flip-flops and latches</td><td>23.36%</td></tr>
<tr><td>Cell total in the yosys stat output</td><td>65</td></tr>
<tr><td>Synth Register Bits</td><td>6</td></tr>
<tr><td>Post-Synth XOR/XNOR Area</td><td>0%</td></tr>
<tr><td>Distinct cell type count of the synthesized netlist</td><td>20</td></tr>
<tr><td>Synthesized area</td><td>514.2 sq um</td></tr>
<tr><td>Synthesized chip area reported by yosys</td><td>514.2 sq um</td></tr>
<tr><td>Share of synthesized area spent on multiplexers</td><td>1.946%</td></tr>
<tr><td>Average footprint of a synthesized cell</td><td>7.911 sq um</td></tr>
<tr><td>Synthesized netlist cell count</td><td>65</td></tr>
<tr><td>Count of synthesis-stage warnings from yosys</td><td>1</td></tr>
<tr><td>Proportion of netlist area held by the largest area contributor</td><td>45.26%</td></tr>
<tr><td>Synth Area in Compound Gates</td><td>9.246%</td></tr>
<tr><td>Top cells by area</td><td>sky130_fd_sc_hd__buf_4, sky130_fd_sc_hd__dfxtp_1, sky130_fd_sc_hd__a21oi_1, sky130_fd_sc_hd__inv_1, sky130_fd_sc_hd__a31oi_1</td></tr>
<tr><th colspan="2">Floorplanning</th></tr>
<tr><td>Std cell rows</td><td>21</td></tr>
<tr><td>Chip area</td><td>0.006400 sq mm</td></tr>
<tr><td>Core utilization at floorplan</td><td>15.05%</td></tr>
<tr><td>Total I/O pin count</td><td>37</td></tr>
<tr><td>Overall die width</td><td>80 um</td></tr>
<tr><td>Std-Cell Core Area</td><td>0.003416 sq mm</td></tr>
<tr><td>Die Ht</td><td>80 um</td></tr>
<tr><th colspan="2">Placed design</th></tr>
<tr><td>Tally of buffers added on design ports</td><td>36</td></tr>
<tr><td>Final weighted congestion in routability-driven placement</td><td>0.7408</td></tr>
<tr><td>HPWL Detailed</td><td>1.057 mm</td></tr>
<tr><td>Area post-placement</td><td>805.8 sq um</td></tr>
<tr><th colspan="2">Layout</th></tr>
<tr><td>Proportion of layout cells with a drive suffix above 1</td><td>66.30%</td></tr>
<tr><td>Layout Cell Area excl Fill</td><td>948.4 sq um</td></tr>
<tr><td>Area growth, synth to finish</td><td>84.43%</td></tr>
<tr><th colspan="2">Pwr</th></tr>
<tr><td>Sw power</td><td>0.1318 mW</td></tr>
<tr><td>Sequential fraction of design power</td><td>33.9%</td></tr>
<tr><td>Highest ir drop seen on vdd</td><td>0.3662 mV</td></tr>
<tr><td>Internal cell power</td><td>0.4381 mW</td></tr>
<tr><td>LEAKAGE</td><td>0.4424 nW</td></tr>
<tr><td>Gate power share</td><td>36.1%</td></tr>
<tr><td>Clock Power Share</td><td>30.0%</td></tr>
<tr><td>Pwr dens</td><td>600.9 mW/mm^2</td></tr>
<tr><td>Switching share of power</td><td>23.13%</td></tr>
<tr><th colspan="2">Detailed routing</th></tr>
<tr><td>Via density per instance</td><td>3.594</td></tr>
<tr><td>Count of antenna diodes in the layout</td><td>0</td></tr>
<tr><td>Number of nets still failing antenna checks after routing</td><td>0</td></tr>
<tr><td>Total wirelength of the detailed-routed design</td><td>1.595 mm</td></tr>
<tr><td>Number of detailed-route iterations in the first pass</td><td>4</td></tr>
<tr><td>Starting DRC count in detailed routing</td><td>17</td></tr>
<tr><td>Number of remaining DRC errors</td><td>0</td></tr>
<tr><td>Routed vias</td><td>496</td></tr>
<tr><td>Routed length per instance</td><td>11.56 um</td></tr>
<tr><th colspan="2">Global routing</th></tr>
<tr><td>Residual overflow from global routing</td><td>0</td></tr>
<tr><td>Global-route wire length before repair</td><td>2.511 mm</td></tr>
<tr><td>Initial antenna violation count</td><td>0</td></tr>
<tr><td>Total routing usage reported by global routing</td><td>4.757%</td></tr>
<tr><td>Number of global-route vias before repair</td><td>533</td></tr>
<tr><td>Maximum number of pins on one net before global-route repair</td><td>9</td></tr>
<tr><th colspan="2">Clock network</th></tr>
<tr><td>Deepest clock path buffer count</td><td>2</td></tr>
<tr><td>Clock Pin Slew Worst Setup and Hold Paths</td><td>0.04 ns</td></tr>
<tr><td>CTS tree</td><td>done</td></tr>
<tr><td>Number of levels in the clock H-tree</td><td>1</td></tr>
<tr><td>CTS Root Buffer Type</td><td>sky130_fd_sc_hd__clkbuf_4</td></tr>
<tr><td>Clock latency of the later-clocked register in the worst-skew pair</td><td>0.24 ns</td></tr>
<tr><td>Cts bufs inserted</td><td>3</td></tr>
<tr><td>CTS sink count</td><td>6</td></tr>
<tr><th colspan="2">Critical path</th></tr>
<tr><td>Top fanout value on the critical path</td><td>7</td></tr>
<tr><td>CP arrival</td><td>1.26 ns</td></tr>
<tr><td>Data required time of the worst path</td><td>1.04 ns</td></tr>
<tr><td>Kind of critical path</td><td>reg -&gt; out</td></tr>
<tr><td>Critical path startpoint category</td><td>flop</td></tr>
<tr><td>Type of element capturing the critical path</td><td>output pin</td></tr>
<tr><th colspan="2">Run</th></tr>
<tr><td>Max-cap violations</td><td>0</td></tr>
<tr><td>Total number of warnings across the stage logs</td><td>27</td></tr>
<tr><th colspan="2">Run status</th></tr>
<tr><td>Status</td><td>finished, violations left</td></tr>
<tr><td>Failing checks</td><td>setup timing</td></tr>
<tr><th colspan="2">Worst hold path</th></tr>
<tr><td>Tightest Hold Check Type</td><td>reg -&gt; reg</td></tr>
</table>
[registers in the layout (all words and copies together), names as in the netlist]
signal	flops
start	1
depth_cnt	5
[kinds of logic (layout without fill, tap and decap cells)]
logic type                 after synthesis  in the layout
buffers and inverters                   35             62
and+or+nand+nor                         14             14
AOI/OAI and AO/OA                        8              8
DFF                                      6              6
adders and majority gates                1              1
muxes                                    1              1
[worst max-delay path: stages, from the launching register on]
cell and delay, ns:
sky130_fd_sc_hd__dfxtp_2 0.31, sky130_fd_sc_hd__nand2_2 0.09, sky130_fd_sc_hd__clkinvlp_4 0.12, sky130_fd_sc_hd__buf_6 0.15, sky130_fd_sc_hd__buf_16 0.13, sky130_fd_sc_hd__buf_8 0.12
sky130_fd_sc_hd__buf_6 0.10
[synth_stat cells]
library cell               number
sky130_fd_sc_hd__a32oi_1        1
sky130_fd_sc_hd__ha_1           1
sky130_fd_sc_hd__nand4b_1       1
sky130_fd_sc_hd__a21oi_1        3
sky130_fd_sc_hd__nand4_1        1
sky130_fd_sc_hd__or3_1          1
sky130_fd_sc_hd__a31oi_1        2
sky130_fd_sc_hd__inv_1          4
sky130_fd_sc_hd__o22ai_1        1
sky130_fd_sc_hd__and3_1         1
sky130_fd_sc_hd__nand3b_1       1
sky130_fd_sc_hd__nand2_1        2
sky130_fd_sc_hd__o21ai_0        1
sky130_fd_sc_hd__nand3_1        2
sky130_fd_sc_hd__nand2b_1       1
sky130_fd_sc_hd__nor2_1         3
sky130_fd_sc_hd__dfxtp_1        6
sky130_fd_sc_hd__mux2i_1        1
sky130_fd_sc_hd__nand2_2        1
sky130_fd_sc_hd__buf_4         31
[placed cells by master (no fill, tap or decap), drive strengths merged]
master,netlist,final
buf,31,52
dfxtp,6,6
inv,4,3
nor2,3,3
a21oi,3,3
clkbuf,0,3
nand2,3,3
nand3,2,2
a31oi,2,2
clkdlybuf4s50,0,2
clkinvlp,0,1
nand4b,1,1
o22ai,1,1
mux2i,1,1
nand3b,1,1
or3,1,1
nand4,1,1
and3,1,1
o21ai,1,1
a32oi,1,1
nand2b,1,1
ha,1,1
dlygate4sd2,0,1
[routing by layer]
metal | vias up | global-route usage [%] | wire, um
li1 | 241 | - | -
met1 | 216 | 4.816 | 593
met2 | 39 | 8.026 | 699
met3 | 0 | 3.409 | 301
met4 | 0 | 0.5282 | 0
met5 | - | 0 | 0
[worst paths after layout]
| check | start | slack [ns] | cells after the start | endpoint |
|---|---|---|---|---|
| min reg2reg | depth_cnt[4] | 0.44 | 2 | depth_cnt[4] |
| max reg2reg | start | 0.05 | 5 | depth_cnt[3] |
| max | start | -0.22 | 6 | fifo_en[7] |
| min | depth_cnt[4] | 0.44 | 2 | depth_cnt[4] |
[area by class of cell]
| cell class | count | area, sq um |
|---|---|---|
| clock buffers | 3 | 22.52 |
| fillers | 355 | 2467 |
| inverters | 4 | 18.77 |
| multi-input cells | 24 | 158.9 |
| flip-flops and latches | 6 | 123.9 |
| well taps | 46 | 57.56 |
| repair buffers | 55 | 566.8 |
[timing repair]
action | 4_1_cts | 5_1_grt
gates resized | 129 | 11
cloned | 3 | 0
hold buffers | 0 | 0
pin swaps | 3 | 2
setup endpoints to repair | 34 | 33
setup buffers | 6 | 1
[power by group through the flow]
stage / Clock, mW / Sequential, mW / Combinational, mW
finish: 0.171 / 0.193 / 0.206
global route: 0.194 / 0.193 / 0.222
CTS: 0.180 / 0.193 / 0.201
[per-stage QoR]
stage          setup slack [ns]  cells  total power, mW  util (%)
2_1_floorplan          0.005842     65           0.2815         -
3_3_place_gp            -0.5532    128           0.3564     23.59
3_5_place_dp            -0.5726    128           0.3571     23.59
4_1_cts                 -0.2490    140           0.5739     27.07
5_1_grt                 -0.2879    138           0.6093     27.77
6_report                -0.2171    138           0.5699     27.77
Power figures rest on the tool's default switching activity, not on a simulated workload.
