==> /design/flow/design.v <==
module accum_col #(
  parameter  int unsigned ACCUM_ROW = 256,
  parameter  int unsigned DATA_WIDTH = 32,
  localparam int unsigned ADDR_WIDTH = $clog2(ACCUM_ROW)
) (
  input                   clk,
  input                   rstn,
  input                   rd_en,
  input                   wr_en,
  input [ADDR_WIDTH-1:0]  rd_addr,
  input [ADDR_WIDTH-1:0]  wr_addr,
  input [DATA_WIDTH-1:0]  wr_data,
  output [DATA_WIDTH-1:0] rd_data
);
logic [DATA_WIDTH-1:0] accum_mem[0:ACCUM_ROW-1];
assign rd_data = rd_en ? accum_mem[rd_addr] : 0;
int i;
always_ff @(posedge clk) begin
  if (wr_en) begin
    accum_mem[wr_addr] <= wr_data + accum_mem[wr_addr];
  end
  if (!rstn) begin
    for (i = 0; i < ACCUM_ROW; i = i + 1) begin
      accum_mem[i] <= {DATA_WIDTH{1'b0}};
    end
  end
end
endmodule
==> /design/flow/run.sh <==
#!/bin/bash
# OpenROAD 26Q1-2900-gdf79404cd8, Yosys 0.63+post, stock flow scripts
make -C /OpenROAD-flow-scripts/flow DESIGN_CONFIG=/design/flow/config.mk WORK_HOME=/design/flow/orfs finish
==> /design/flow/config.mk <==
export PLATFORM = sky130hd
export DESIGN_NAME = accum_col
export DESIGN_NICKNAME = accum_col
export VERILOG_FILES = /design/flow/design.v
export SDC_FILE = /design/flow/constraint.sdc
export NUM_CORES = 4
export LEC_CHECK = 1
export CORE_UTILIZATION = 30
export SYNTH_MEMORY_MAX_BITS = 65536
==> /design/flow/constraint.sdc <==
current_design accum_col

set clk_period 130.4
set clk_io_pct 0.2

create_clock -name clk0 -period $clk_period [get_ports {clk}]

set non_clock_inputs [all_inputs -no_clocks]
set_input_delay [expr $clk_period * $clk_io_pct] -clock clk0 $non_clock_inputs
set_output_delay [expr $clk_period * $clk_io_pct] -clock clk0 [all_outputs]
==> impl_metrics.env <==
# implementation run metrics
export IMPL_drc=0
export IMPL_path_buffers=10
export IMPL_drv_slew=12
export IMPL_setup_tns_ps=0
export IMPL_ant_nets=0
export IMPL_violations="capacitance limit, slew limit"
export IMPL_fin_ws_ps=69600
export IMPL_drv_cap=1
export IMPL_drt_initial_drc_count=34300
export IMPL_grt_max_degree=192
export IMPL_slew_headroom_pct=-3.44
export IMPL_power_total_uw=5530
export IMPL_arrival_ps=34720
export IMPL_fin_worst_skew_ps=249
export IMPL_p_per_area_nw_per_um2=11.4
export IMPL_clock_tree_buffer_depth=5
export IMPL_use_met2_pct=37.9
export IMPL_grt_pass1_vias=344000
export IMPL_status="complete, but fails checks"
export IMPL_regMostFlops="accum_mem"
export IMPL_yosys_stat_seqShare_pct=38.0
export IMPL_flop_cell="dfxtp_1"
export IMPL_crit_path_frequent_cell="buf_4"
export IMPL_fillers=142000
export IMPL_ir_worst_vdd_mv=0.0125
export IMPL_ys_warn_count=1
export IMPL_yosys_area_um2=432000
export IMPL_use_met3_pct=19.9
export IMPL_path_cells="buf_16, buf_4, buf_4, buf_4, buf_4, buf_4, buf_4, buf_4, buf_4, mux4_2, mux4_2, mux4_2, mux4_2, and2_1, clkdlybuf4s50_1"
export IMPL_coreArea_um2=1430000
export IMPL_drt_wirelength_per_cell_um=32.7
export IMPL_areaGrowthSynthToFinish_pct=12.2
export IMPL_yosysUniqueCellTypes=69
export IMPL_clockRootBuffer="clkbuf_16"
export IMPL_clk_latency_ps=1370
export IMPL_synth_cells=43200
export IMPL_first_pass_iters=9
export IMPL_rows=440
export IMPL_cts_tree="done"
export IMPL_finalHoldWorstSlack_ps=474
export IMPL_yosys_cells=43200
export IMPL_cp_data_required_time_ps=104320
export IMPL_timing_fmax_mhz=16.4
export IMPL_use_met1_pct=29.5
export IMPL_setup_viol=0
export IMPL_power_leakage_uw=0.157
export IMPL_numCtsBuffers=855
export IMPL_htreeDepth=6
export IMPL_cts_clk_slew_worst_paths_ps=60
export IMPL_fp_utilization_pct=30.1
export IMPL_grt_antenna_before_repair=380
export IMPL_place_ws_ps=69530
export IMPL_critPathCaptureType="output pin"
export IMPL_topCellsByArea="dfxtp_1, mux4_2, nand2_1, a21boi_0, clkbuf_1"
export IMPL_yosysMostFrequentCell="nand2_1"
export IMPL_portBuffers=83
export IMPL_busiest_layer="met2"
export IMPL_critPathTopFamily="buffers and inverters"
export IMPL_vias_per_cell=5.79
export IMPL_reg2reg_slack_ps=121780
export IMPL_vias=359000
export IMPL_critPathMaxStageDelay_ps=850
export IMPL_fin_crit_sh_pct=46.6
export IMPL_post_cts_buffers=0
export IMPL_reg_largest_list="accum_mem x8192"
export IMPL_postCtsHoldBufs=0
export IMPL_crit_path_top_delay_cell="mux4_2"
export IMPL_critPathMaxFanout=41
export IMPL_async_reset_ff_share_pct=0
export IMPL_io_pins=84
export IMPL_grtUsageTotal_pct=28.5
export IMPL_openroad_warnings=83
export IMPL_hp_class="reg2reg"
export IMPL_final_hold_viol_count=0
export IMPL_synth_ff_latch_count=8192
export IMPL_final_cells=61900
export IMPL_rsz0062_at_grt="no"
export IMPL_gr_total_overflow=0
export IMPL_edf_count=0
export IMPL_routabilityCongestion=1.07
export IMPL_synth_top_cells_by_count="nand2_1, dfxtp_1, a21boi_0"
export IMPL_syn_area_um2=432000
export IMPL_min_period_ps=60800
export IMPL_drt_total_wl_um=2020000
export IMPL_largest_reg_flops=8192
export IMPL_die_h_um=1200
export IMPL_clock_sinks=8192
export IMPL_ctsResizeCount=0
export IMPL_dpl_hpwl_um=1300000
export IMPL_drive_above_1_share_pct=21.1
export IMPL_placed_cells=58900
export IMPL_postSynthAreaPerCell_um2=9.99
export IMPL_mi_logic_area_um2=251000
export IMPL_grt_pass1_wl_um=2790000
export IMPL_yosysTopAreaCell="dfxtp_1"
export IMPL_chipArea_um2=1440000
export IMPL_yosys_area_top_type_share_pct=38.0
export IMPL_dieWidth_um=1200
export IMPL_crit_type="in2out"
export IMPL_flop_area_um2=164000
export IMPL_worst_pin_slew_ps=1550
export IMPL_start_kind="input pin"
final timing paths:
| check | from | to | depth (start not counted) |
|---|---|---|---|
| min | accum_mem[239][24] | accum_mem[239][24] | 2 |
| min reg2reg | accum_mem[239][24] | accum_mem[239][24] | 2 |
| max | rd_addr[0] | rd_data[20] | 15 |
| max reg2reg | accum_mem[67][2] | accum_mem[229][29] | 19 |
layout make-up:
cell class                      instances  area share, %
Inverter                               21         0.0163
Antenna cell                         1425          0.736
Timing Repair Buffer                 1488           2.47
Clock inverter                        304          0.916
Clock buffer                         1245           5.19
Tap cell                            19000           4.91
Multi-Input combinational cell      30200           51.9
Sequential cell                      8192           33.9
through the flow:
step / utilization (%) / cell area (µm²)
floorplan: - / 432000
global placement: 31.5 / 451000
detailed placement: 31.5 / 451000
CTS: 33.5 / 481000
global route: 33.7 / 484000
finish: 33.8 / 484000
layout by cell type, fill, tap and decap left out, types with 138 or more instances in the layout:
master and count:
a21boi_0 5634, a21oi_1 522, and2_1 1060, buf_4 1367, clkbuf_1 170, clkbuf_16 860, clkbuf_8 216, clkinv_2 143
dfxtp_1 8192, diode_2 1425, mux4_2 5312, nand2_1 13200, nand2_2 261, nand3_1 791, nor2_4 283, o211a_1 546
o211ai_1 138, o21ai_0 1663, o311ai_0 259
logic make-up (layout without fill, tap and decap cells):
kind of cell | count (synthesis) | count (layout) | share of synthesized area, %
muxes | 5347 | 5347 | 27.8
other | 0 | 1425 | 0
adders and majority gates | 32 | 32 | 0.0945
and+or+nand+nor | 15800 | 15800 | 14.7
DFF | 8192 | 8192 | 38.0
buffers and inverters | 4800 | 3058 | 4.55
AOI/OAI and AO/OA | 8989 | 8989 | 14.8
xor gates and xnor gates | 24 | 24 | 0.0519
tightest hold or removal path, cell delays in order, from the launching register on:
cell,delay [ps]
dfxtp_1,320
nand2_1,50
a21boi_0,60
report_power, final:
| group | leakage [µW] | internal [µW] | switching, µW |
|---|---|---|---|
| clock | 0.0145 | 1500 | 1140 |
| combinational | 0.0765 | 114 | 268 |
| sequential | 0.0660 | 2510 | 2.84 |
| total | 0.157 | 4120 | 1420 |
per-layer routing:
| metal | vias to the layer above | share of wire [%] | wire (µm) |
|---|---|---|---|
| met5 | - | 0.45 | 9070 |
| met2 | 23700 | 41 | 820000 |
| met1 | 177000 | 31 | 624000 |
| li1 | 151000 | - | - |
| met4 | 211 | 11 | 224000 |
| met3 | 7181 | 17 | 344000 |
Power and IR drop assume default switching activity.
